### design/flow/config.mk
export PLATFORM = sky130hd
export DESIGN_NAME = mac5
export DESIGN_NICKNAME = mac5
export VERILOG_FILES = /design/flow/design.v
export SDC_FILE = /design/flow/constraint.sdc
export NUM_CORES = 4
export LEC_CHECK = 1
export CORE_UTILIZATION = 50
### design/flow/constraint.sdc
current_design mac5

set clk_period 10.1
set clk_io_pct 0.2

create_clock -name clk0 -period $clk_period [get_ports {clk}]

set non_clock_inputs [all_inputs -no_clocks]
set_input_delay [expr $clk_period * $clk_io_pct] -clock clk0 $non_clock_inputs
set_output_delay [expr $clk_period * $clk_io_pct] -clock clk0 [all_outputs]
### design/flow/design.v
module mac5 #(WIDTH=32)
   (input logic [(WIDTH/2)-1:0] a,
    input logic [(WIDTH/2)-1:0] b,
    input logic               clk, reset,
    output logic [WIDTH-1:0]  out);
   logic [(WIDTH/2)-1:0]        reg_a;
   logic [(WIDTH/2)-1:0]        reg_b;
   logic [WIDTH-1:0]          result[2];
   logic [WIDTH-1:0]          acc;
   always @(posedge clk) begin
      reg_a <= a;
      reg_b <= b;
      result[0] <= (reg_a * reg_b) + acc;
      result[1] <= result[0];
      out <= result[1];
   end
   always @(posedge clk or negedge reset)
      if (!reset)
        acc <= '0;
      else
        acc <= result[1];
endmodule  
### design/flow/run.sh
#!/bin/bash
# OpenROAD 26Q1-2900-gdf79404cd8, Yosys 0.63+post, stock flow scripts
make -C /OpenROAD-flow-scripts/flow DESIGN_CONFIG=/design/flow/config.mk WORK_HOME=/design/flow/orfs finish
==> impl_table.tex <==
% Table of physical implementation metrics
\begin{tabular}{lr}
\hline
Metric & Value \\
\hline
\multicolumn{2}{l}{\textbf{Outcome}} \\
\quad Run status & completed \\
\multicolumn{2}{l}{\textbf{Synth}} \\
\quad Post-synth ARST share & 20.0\% \\
\quad Top cells by area & sky130\_fd\_sc\_hd\_\_fa\_1, sky130\_fd\_sc\_hd\_\_dfxtp\_1, sky130\_fd\_sc\_hd\_\_ha\_1 \\
\quad Syn avg cell area & about 10 µm² \\
\quad Cells in synth\_stat.txt & roughly 1300 \\
\quad Synthesized area & between 10000 and 15000 µm² \\
\quad Top cell area share & a little over a third \\
\quad Library cell occupying the most area in the post-synthesis netlist & sky130\_fd\_sc\_hd\_\_fa\_1 \\
\quad Post-Synthesis Cells & 1290 \\
\quad Number of enable-type register cells in the synthesized netlist & 0 \\
\quad Distinct lib cells used & 47 \\
\quad Chip area estimate from yosys synthesis & 12900 µm² \\
\quad Sequential area share after synthesis & between 20\% and 30\% \\
\quad Leading cell types by count after synthesis & sky130\_fd\_sc\_hd\_\_inv\_1, sky130\_fd\_sc\_hd\_\_fa\_1, sky130\_fd\_sc\_hd\_\_nand2\_1 \\
\quad Ys flop type & sky130\_fd\_sc\_hd\_\_dfxtp\_1 \\
\quad Flops after synth & about 160 \\
\quad Yosys top cell by instances & sky130\_fd\_sc\_hd\_\_inv\_1 \\
\quad Yosys warning total & 2 \\
\multicolumn{2}{l}{\textbf{Finish}} \\
\quad Fraction of final layout cells with drive strength greater than 1 & under 10\% \\
\quad Post-Layout Cell Count & 1674 \\
\quad Core occupancy in the finished layout & a little under three fifths \\
\quad Area of the multi-input gates & approximately 8200 µm² \\
\quad Design Area, Final & approximately 14000 µm² \\
\quad Area occupied by registers & 3360 µm² \\
\quad Count of fill cells added during filler insertion & about 2200 \\
\quad Layout overhead on the synthesized area & 11.4\% \\
\multicolumn{2}{l}{\textbf{Worst hold path}} \\
\quad HP Start & result[0][18]\$\_DFF\_P\_ \\
\quad Worst hold stages & 0 \\
\quad Worst min-delay path class & reg -> reg \\
\quad Hold endpoint & result[1][18]\$\_DFF\_P\_ \\
\multicolumn{2}{l}{\textbf{Final timing}} \\
\quad Setup ws final & around 3.8 ns \\
\quad Worst Skew & around 0.015 ns \\
\quad Setup repair after global routing missed its margin & false \\
\quad WHS & 0.327 ns \\
\quad Time the worst path needs with I/O delays and setup & about 6.3 ns \\
\quad Number of endpoints with negative hold slack in the final report & 0 \\
\quad Rel. slew slack & approximately half \\
\quad Measured slew at the worst slew-check pin & between 0.7 and 0.8 ns \\
\quad Peak Freq & 160 MHz \\
\quad Setup violations, final & 0 \\
\quad Final Max-Slew Violation Tally & 0 \\
\quad Total Neg Setup Slack & 0 ns \\
\quad Portion of the clock cycle consumed by the worst path in the final layout & 61.9\% \\
\multicolumn{2}{l}{\textbf{Critical path}} \\
\quad Category of the critical setup timing path & reg -> reg \\
\quad Setup crit start kind & flip-flop \\
\quad Required time of the critical path & between 10 and 15 ns \\
\quad CP delay by family, top & adder cells \\
\quad Critical Path End Type & flip-flop \\
\quad Most used cell, CP & sky130\_fd\_sc\_hd\_\_fa\_1 \\
\quad R2r endpoint & result[0][28]\$\_DFF\_P\_ \\
\quad Delay of the slowest cell on the worst path & between 0.7 and 0.8 ns \\
\quad R2r startpoint & reg\_a[7]\$\_DFF\_P\_ \\
\quad Chain of cells forming the critical path & nand2\_1 > fa\_1 > inv\_1 > fa\_1 > inv\_1 > fa\_1 > inv\_1 > fa\_1 > fa\_1 > inv\_1 > fa\_1 > inv\_1 > ha\_1 > nand3\_1 > o221ai\_1 > a211oi\_1 > o21ai\_0 > o221ai\_2 > nor4bb\_1 > a211o\_1 \\
\quad Arrival time of data at the critical path endpoint & between 6 and 7 ns \\
\quad Buffer-and-inverter tally for the worst setup path & 5 \\
\quad Register-to-Register Path Depth & 20 \\
\quad Maximum fanout count along the critical path & 16 \\
\quad Register-to-register setup slack & 3.85 ns \\
\quad Slowest cell on crit path & sky130\_fd\_sc\_hd\_\_dfxtp\_1 \\
\multicolumn{2}{l}{\textbf{Route}} \\
\quad Drt first pass iters & 4 \\
\quad Post-route DRC violation count & 0 \\
\quad Number of vias per cell after detailed routing & 4.80 \\
\quad Wire length after detailed routing & around 27000 µm \\
\quad Number of antenna repair diodes & 0 \\
\quad Routed via count & $\sim$8000 \\
\quad Average wire per standard cell & between 15 and 20 µm \\
\quad Final ANT Viol Nets & 0 \\
\quad DRC violation total after the first TritonRoute iteration & 315 \\
\multicolumn{2}{l}{\textbf{Run}} \\
\quad Count of maximum capacitance violations & 0 \\
\quad Total tool warning count & 25 \\
\multicolumn{2}{l}{\textbf{Floorplanning}} \\
\quad Starting Density & just over 50\% \\
\quad Site Rows & between 50 and 60 \\
\quad Core area & 25300 µm² \\
\quad Die boundary width & approximately 160 µm \\
\quad Die y size & between 150 and 200 µm \\
\quad Boundary Pins & 66 \\
\quad Die footprint & between 20000 and 30000 µm² \\
\multicolumn{2}{l}{\textbf{Clocking}} \\
\quad Inserted Clock Buffers & 17 \\
\quad PostCTS Resize Cnt & 0 \\
\quad CTS Root Buffer Type & sky130\_fd\_sc\_hd\_\_clkbuf\_16 \\
\quad CTS tree & done \\
\quad Number of buffers inserted by post-CTS setup repair & 0 \\
\quad Number of hold buffers added after cts & 0 \\
\quad Number of H-tree branching levels & 4 \\
\quad CTS max path bufs & 2 \\
\quad Sinks on Clock Net & between 150 and 200 \\
\quad Clock-pin slew reported for the worst setup and hold paths after clock tree synthesis & 0.07 ns \\
\quad Worst-skew pair later-pin latency & about 0.43 ns \\
\multicolumn{2}{l}{\textbf{Place}} \\
\quad Placer Congestion & 0.896 \\
\quad Cell area after placement & $\sim$14000 µm² \\
\quad Post-Place Cells & approximately 1600 \\
\quad Post-DP HPWL & around 22000 µm \\
\quad Number of buffers inserted by port buffering & 65 \\
\quad Pre-CTS worst setup slack & around 3.8 ns \\
\multicolumn{2}{l}{\textbf{Global route}} \\
\quad Pin count of the biggest net entering global routing & 33 \\
\quad Vias in the first global route & slightly below 9000 \\
\quad Number of antenna violations at the first check in global routing & 0 \\
\quad GRT Overall Usage & between 20\% and 30\% \\
\quad Remaining global-route overflow & 0 \\
\quad Global-route wire length before repair & between 40000 and 50000 µm \\
\hline
\end{tabular}
[layout by cell type (no fill, tap or decap), types with 11 or more instances in the layout]
cell / synthesis / layout
sky130_fd_sc_hd__and2_1: 117 / 117
sky130_fd_sc_hd__o21ai_0: 15 / 15
sky130_fd_sc_hd__inv_1: 325 / 325
sky130_fd_sc_hd__a21oi_1: 26 / 26
sky130_fd_sc_hd__ha_1: 99 / 99
sky130_fd_sc_hd__xor2_1: 11 / 11
sky130_fd_sc_hd__nor2_1: 11 / 11
sky130_fd_sc_hd__fa_1: 225 / 225
sky130_fd_sc_hd__a21o_1: 15 / 15
sky130_fd_sc_hd__clkdlybuf4s50_1: 0 / 64
sky130_fd_sc_hd__nand2_1: 160 / 160
sky130_fd_sc_hd__xnor2_1: 19 / 19
sky130_fd_sc_hd__dfxtp_1: 128 / 128
sky130_fd_sc_hd__dfrtp_1: 32 / 32
sky130_fd_sc_hd__clkbuf_16: 0 / 17
[state kept, by name (all words and copies together), names as in the netlist]
name and count:
reg_b 16, reg_a 16, acc 32, out 32, result 64
[logic make-up after synthesis]
group	count (synthesis)	synth area share, %
XOR/XNOR	30	2.03
AND/OR/NAND/NOR	319	12.1
adder cells (fa/ha/maj)	324	44.5
flip-flops	160	26.0
AND-OR/OR-AND	88	4.52
buffers and inverters	369	10.8
[layer usage]
layer	track usage, %	share of wire [%]	wire [µm]
met1	38.5	44	12000
met2	35.1	45	12300
met3	9.64	8.8	2380
met4	3.87	1.8	478
met5	0	0	0
[final cells by class]
cell class / count / area share, %
Multi-Input combinational cell: 761 / 56.7
Sequential cell: 160 / 23.4
Timing Repair Buffer: 66 / 4.54
Clock buffer: 18 / 3.05
Clock inverter: 14 / 1.03
Tap cell: 330 / 2.87
Inverter: 325 / 8.48
[worst max path at each step]
stage,depth (start not counted),endpoint,from
4_1_cts,18,result[0][28]$_DFF_P_,reg_b[1]$_DFF_P_
5_1_grt,19,result[0][28]$_DFF_P_,reg_a[8]$_DFF_P_
6_report,20,result[0][28]$_DFF_P_,reg_a[7]$_DFF_P_
